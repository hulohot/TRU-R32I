`config.mk`:
```
export PLATFORM = sky130hd
export DESIGN_NAME = alu
export DESIGN_NICKNAME = alu
export VERILOG_FILES = /design/flow/design.v
export SDC_FILE = /design/flow/constraint.sdc
export NUM_CORES = 4
export LEC_CHECK = 1
export CORE_UTILIZATION = 40
```
`design.v`:
```
module alu (
    input  logic [31:0] a,           
    input  logic [31:0] b,           
    input  logic [3:0]  op,          
    output logic [31:0] result,      
    output logic        zero,        
    output logic        negative,    
    output logic        overflow     
);
    logic [31:0] add_result;
    logic [31:0] sub_result;
    logic [31:0] and_result;
    logic [31:0] or_result;
    logic [31:0] xor_result;
    logic [31:0] slt_result;
    logic [31:0] sltu_result;
    logic [31:0] sll_result;
    logic [31:0] srl_result;
    logic [31:0] sra_result;
    assign add_result = a + b;
    assign sub_result = a - b;
    assign and_result = a & b;
    assign or_result = a | b;
    assign xor_result = a ^ b;
    assign slt_result = {31'b0, $signed(a) < $signed(b)};
    assign sltu_result = {31'b0, a < b};
    assign sll_result = a << b[4:0];
    assign srl_result = a >> b[4:0];
    assign sra_result = $signed(a) >>> b[4:0];
    always_comb begin
        case (op)
            4'b0000: result = add_result;   
            4'b1000: result = sub_result;   
            4'b0111: result = and_result;   
            4'b0110: result = or_result;    
            4'b0100: result = xor_result;   
            4'b0010: result = slt_result;   
            4'b0011: result = sltu_result;  
            4'b0001: result = sll_result;   
            4'b0101: result = srl_result;   
            4'b1101: result = sra_result;   
            default: result = 32'b0;
        endcase
    end
    assign zero = (result == 32'b0);
    assign negative = result[31];
    assign overflow = ((op == 4'b0000) && (a[31] == b[31]) && (result[31] != a[31])) ||  
                     ((op == 4'b1000) && (a[31] != b[31]) && (result[31] == b[31]));    
endmodule 
```
`run.sh`:
```
#!/bin/bash
# OpenROAD 26Q1-2900-gdf79404cd8, Yosys 0.63+post, stock flow scripts
make -C /OpenROAD-flow-scripts/flow DESIGN_CONFIG=/design/flow/config.mk WORK_HOME=/design/flow/orfs finish
```
`constraint.sdc`:
```
current_design alu

set clk_period 20.8
set clk_io_pct 0.2

create_clock -name clk0 -period $clk_period

set non_clock_inputs [all_inputs -no_clocks]
set_input_delay [expr $clk_period * $clk_io_pct] -clock clk0 $non_clock_inputs
set_output_delay [expr $clk_period * $clk_io_pct] -clock clk0 [all_outputs]
```
==> out/results.ini <==
[status]
status = complete, no violations

[die]
die_h_microns = 157.2
chip_area_sq_um = 24720
initial_utilization_pct = 40.94
num_io_pins = 103
dieWidth_microns = 157.2
coreArea_sq_um = 23540
rows = 56

[worst_setup_path]
worst_setup_path_start_kind = primary input
path_max_fanout = 16
worstSetupEndpoint = zero
crit_path_end_kind = output pin
required_ns = 16.64
cp.arrival_ns = 10.25
critPathKind = primary input to output pin
cp-startpoint = a[10]

[final_timing]
setup_violations = 0
hold_slack_ns = 9.361
worst_pin_slew_ns = 0.9537
maxSlewViolCount = 0
hold_violations = 0
post-route-period-util_pct = 69.26
rsz0062_at_grt = no
fin_tns_setup_ns = 0
final.setup.worst_slack_ns = 6.394
finalCriticalPeriod_ns = 14.41
timing.fmax_mhz = 69.42
relSlewSlack_pct = 34.78

[drt]
vias = 11710
n_antenna_cell = 0
wl_met3_mm = 5.600
dr.first_iter.drc_count = 1432
viasPerCell = 6.764
wl_met2_mm = 20.59
routed_wl_mm = 47.95
routedLengthMet1_mm = 19.88
dr.pass1.iters = 9
ant_nets = 0
top_layer = met5
wl_per_cell_microns = 27.70
drc = 0

[finish]
nClkBuffers = 0
final_util_pct = 45.59
drive_above_1_share_pct = 9.136
syn_to_final_growth_pct = 11.37
flop_area_sq_um = 0
logic_area_sq_um = 8750
fillers = 2481
final_layout_top_logic_cells = 135 x nand2_1, 135 x nor2_1, 109 x a21oi_1
flop-count = 0

[grt]
grt_util_all_layers_pct = 39.69
grt_pass1_vias = 10830
antenna_found_initial = 4
grt_max_degree = 69
overflow = 0
grt_first_pass_wirelength_mm = 70.95

[hold_path]
min_path_type = primary input to output pin

[power_and_ir_drop]
p_leak_nw = 4.311
power.density_nw_per_um2 = 28.67
vdd_ir_drop_max_mv = 0.01318
p_total_w = 0.0003077

[clock_network]
cts_setup_buffers = 0
hold_buffers = 0
post_cts_resized = 0

[yosys]
yosysWarnings = 1
ys_top_cells_by_area = ha_1 13%, mux4_2 8.9%, a21oi_1 5.7%
syn_area_per_cell_sq_um = 6.909
synth_cells = 1395
synth_cell_types = 89
postSynthSeqShare_pct = 0
synth_top_cell_by_area = ha_1
top_area_share_pct = 12.59
yosys_area_sq_um = 9638
yosys_cells = 1395
synth_area_sq_um = 9638

[place]
dp_hpwl_mm = 37.71
dp_slack_ns = 6.581
gp_congestion = 1.070
io_buffers = 103

[flow_run]
maxCapViolCount = 0
tool_warnings = 97

==> final cells by class <==
class | count | area share (%)
multi-input cells | 1185 | 81.51
repair buffers | 132 | 11.45
well taps | 319 | 3.718
inverters | 95 | 3.322
==> worst max-delay path: stages <==
cell	delay, ns
clkdlybuf4s50_1	0.77
inv_1	0.13
ha_1	0.62
nor2b_1	0.14
a2111oi_0	0.84
nand2_1	0.13
o21ai_1	0.50
nand2_1	0.16
a21oi_1	0.19
o21bai_1	0.09
mux2_2	0.28
or3_1	0.35
or4b_2	0.61
or4b_1	0.53
nor4b_2	0.23
clkdlybuf4s50_1	0.50
==> worst min-delay path by stage <==
stage | start | slack [ns] | to | cells after the start
6_report | op[1] | 9.36 | result[2] | 5
4_1_cts | op[1] | 9.35 | result[2] | 5
5_1_grt | op[1] | 9.47 | result[2] | 5
==> synthesized netlist by cell type (27+ instances only) <==
library cell  number
o211ai_1          33
nand2_1          135
a211oi_1          31
inv_1             92
o21ai_0           86
ha_1              97
mux2_2            31
mux2i_1           51
a21oi_1          109
mux4_2            38
nand3_1           27
nor3_1            30
clkbuf_1          66
nor2_1           135
==> stage by stage <==
stage	cells	cell area (sq um)
after floorplan	1395	9638
after global placement	1731	10730
after detailed placement	1731	10730
after CTS	1731	10730
after global routing	1731	10730
final	1731	10730
==> report_power, final <==
part / switching [W] / total, W / internal (W)
logic: 0.000189 / 0.000308 / 0.000119
registers: 0 / 0 / 0
clock network: 0 / 0 / 0
total: 0.000189 / 0.000308 / 0.000119
==> kinds of logic (layout without fill, tap and decap cells) <==
| logic type | Yosys count | in the layout | synth area share (%) |
|---|---|---|---|
| XOR/XNOR | 22 | 22 | 1.999 |
| adder cells (fa/ha/maj) | 99 | 99 | 13.01 |
| AND-OR/OR-AND | 466 | 466 | 32.74 |
| buffers and inverters | 210 | 227 | 9.282 |
| multiplexers | 128 | 128 | 19.01 |
| AND/OR/NAND/NOR | 470 | 470 | 23.96 |
==> per-layer routing <==
| layer | vias to the layer above | GRT usage, % |
|---|---|---|
| li1 | 5306 | - |
| met1 | 5518 | 56.92 |
| met2 | 748 | 58.58 |
| met3 | 134 | 9.476 |
| met4 | 2 | 12.85 |
| met5 | - | 0 |
